<file path="design/flow/design.v">
`timescale 1ns / 1ps
module bit32counter(clk, rst, sel, q, led);
	 input clk, rst;
    input [1:0] sel;
	 output [31:0] q;
	 output [7:0] led;
	 reg [31:0] q;
	 reg [7:0] led;	 
	 always @(posedge clk, posedge rst)
	    if(rst) q <= 32'b0;
		 else q <= q + 32'b1;
	 always @ (*)
      case (sel)
        2'b00: led = q[7:0];
		  2'b01: led = q[15:8];
		  2'b10: led = q[23:16];
		  2'b11: led = q[31:24];
		endcase 
endmodule
</file>
<file path="design/flow/run.sh">
#!/bin/bash
# OpenROAD 26Q1-2900-gdf79404cd8, Yosys 0.63+post, stock flow scripts
make -C /OpenROAD-flow-scripts/flow DESIGN_CONFIG=/design/flow/config.mk WORK_HOME=/design/flow/orfs finish
</file>
<file path="design/flow/config.mk">
export PLATFORM = sky130hd
export DESIGN_NAME = bit32counter
export DESIGN_NICKNAME = bit32counter
export VERILOG_FILES = /design/flow/design.v
export SDC_FILE = /design/flow/constraint.sdc
export NUM_CORES = 4
export LEC_CHECK = 1
export CORE_UTILIZATION = 40
</file>
<file path="design/flow/constraint.sdc">
current_design bit32counter

set clk_period 4.4
set clk_io_pct 0.2

create_clock -name clk0 -period $clk_period [get_ports {clk}]

set non_clock_inputs [all_inputs -no_clocks]
set_input_delay [expr $clk_period * $clk_io_pct] -clock clk0 $non_clock_inputs
set_output_delay [expr $clk_period * $clk_io_pct] -clock clk0 [all_outputs]
</file>
==> impl_summary.log <==
[report] implementation figures
[metrics] global-route wire length before repair: about 6300 microns
[metrics] Unique masters post-synth: 25
[metrics] Most Frequent Cell on Critical Path: clkdlybuf4s50_1
[metrics] pin count of the biggest net entering global routing: 33
[metrics] clock net sink count: 32
[metrics] peak supply drop: about 170 uV
[metrics] number of buffers inserted for hold repair after clock tree synthesis: 0
[metrics] Critical Path Start Type: input port
[metrics] clk latency late pin: 0.28 ns
[metrics] Top-Level Pins: between 40 and 50
[metrics] source of the worst hold timing path: q[31]
[metrics] length of the first detailed-routing pass in iterations: 4
[metrics] worst-margin pin slew: roughly 0.6 ns
[metrics] Chip Width: 66.4 microns
[metrics] Via-to-Cell Ratio: ~5.2
[metrics] share of the clock period used by the worst path: 80.6%
[metrics] synthesized instance count: 132
[metrics] proportion of power drawn by flip-flops and latches: between 50 and 60%
[metrics] count of yosys warnings during synthesis: 1
[metrics] OpenROAD warning count: 25
[metrics] top-area cell type share of the netlist area: between 40 and 50%
[metrics] commonest cells after routing, fill and taps aside: clkdlybuf4s50_1 (43), dfrtp_1 (32), xor2_1 (16), xnor2_1 (14), nand3_1 (12)
[metrics] chip area estimate from yosys synthesis: between 0.0015 and 0.002 sq mm
[metrics] crit path capture type: output pin
[metrics] largest registers: q: 32 flops
[metrics] run status: completed
[metrics] internal power contribution: 0.409 mW
[metrics] critical path peak fanout: 8
[metrics] final tally of setup violations: 0
[metrics] Setup TNS Final: 0 ns
[metrics] number of endpoints with negative hold slack in the final report: 0
[metrics] Routability Congestion: between 0.8 and 0.9
[metrics] yosys stat cell total: about 130
[metrics] Crit-path slowest cell: clkdlybuf4s50_1
[metrics] total detailed-routing wirelength: ~3700 microns
[metrics] routed vias: roughly 1,200
[metrics] fp util: slightly above 40%
[metrics] vias in the first global route: between 1,000 and 1,500
[metrics] Static Leakage: roughly 1 nW
[metrics] clock tree from TritonCTS: built
[metrics] worst clock skew on the final layout: 0.00404 ns
[metrics] largest reg by FF count: q
[metrics] Top area cell types: dfrtp_1 (48%), mux4_2 (11%), xor2_1 (8.4%)
[metrics] number of DRC violations after detailed routing: 0
[metrics] clock slew seen by the registers of the worst setup and hold paths: approximately 0.060 ns
[metrics] antenna violations before repair: 0
[metrics] Registers, synthesis: 32
[metrics] part of the Yosys area used for sequential elements: about half
[metrics] origin of the worst setup path: sel[0]
[metrics] count of H-tree levels built during CTS: 2
[metrics] number of routed nets with antenna violations: 0
[metrics] crit path DAT: between 2 and 3 ns
[metrics] part of the power in the clock network: 39.8%
[metrics] Placement Rows: 23
[metrics] half-perimeter wire length of the detailed placement result: approximately 2700 microns
[metrics] most numerous logic cell after layout: clkdlybuf4s50_1
[metrics] # resized after CTS: 0
[metrics] switching share of power: about a fifth
[metrics] setup repair after global routing missed its margin: false
[metrics] ordered list of cells on the worst path: clkdlybuf4s50_1, mux4_2, clkdlybuf4s50_1
[metrics] synthesized cell area: 0.00166 sq mm
[metrics] power density over the cells: between 200 and 250 mW/mm^2
[metrics] launch point of the worst reg-to-reg path: q[7]
[metrics] NetSw: roughly 0.11 mW
[metrics] overall power: between 0.5 and 0.6 mW
[metrics] maximum root-to-sink buffer count: 2
[metrics] layout-stage area growth over the synthesis result: 33.7%
[metrics] Post-CTS Setup Inserts: 0
[metrics] Root Buffer Master: clkbuf_8
[metrics] time the worst path needs with I/O delays and setup: around 3.5 ns
[metrics] CORE AREA: 0.00400 sq mm
[metrics] data required time at the worst endpoint: approximately 3.5 ns
[metrics] count of input and output buffers: approximately 43
[metrics] number of diodes: 0
[metrics] combinational power share: between 3 and 4%
[metrics] Worst slew margin: roughly three fifths
[metrics] post-synthesis average cell area: between 10 and 15 sq um
[metrics] total of fill cells in the finished design: 323
[metrics] number of max-slew violations in the final report: 0
[metrics] fraction of final layout cells with drive strength greater than 1: approximately an eighth
[metrics] Synth area leader: dfrtp_1
[metrics] worst min-delay path category: register to register
[metrics] total congestion overflow after global routing: 0
[metrics] number of flip-flops in the largest register: 32
[metrics] critical path's largest stage delay: around 0.78 ns
[metrics] number of buffers inserted during clock tree synthesis: 5
[metrics] global-route usage over all layers: 20.3%
[metrics] Achievable Freq: 0.282 GHz
[metrics] critical path type: input port to output pin
[metrics] Die ar.: 0.00441 sq mm
[metrics] height of the die: around 66 microns
[metrics] number of max-cap violations: 0
[metrics] number of design-rule violations left by the first detailed-router iteration: about 40
[metrics] routed length per placed instance: around 16 microns
-- Yosys cell counts --
| cell type | n |
|---|---|
| and2_1 | 1 |
| and3_1 | 2 |
| and4_1 | 4 |
| and4bb_1 | 1 |
| buf_6 | 1 |
| clkbuf_1 | 2 |
| dfrtp_1 | 32 |
| ha_1 | 1 |
| inv_1 | 3 |
| mux4_2 | 8 |
| nand2_1 | 11 |
| nand2b_1 | 1 |
| nand3_1 | 12 |
| nand3b_1 | 1 |
| nand4_1 | 4 |
| nand4_2 | 1 |
| nor2_1 | 6 |
| nor3_1 | 1 |
| nor3_2 | 3 |
| nor3b_1 | 1 |
| nor4_4 | 3 |
| nor4b_1 | 2 |
| or4_1 | 1 |
| xnor2_1 | 14 |
| xor2_1 | 16 |
-- through the flow --
stage / hold slack, ns / setup WS, ns / utilization [%] / area, sq um / cells
6_report: 0.509 / 0.853 / 55.5 / 2220 / 230
5_1_grt: 0.540 / 0.712 / 55.5 / 2220 / 230
4_1_cts: 0.520 / 0.794 / 55.5 / 2220 / 230
3_5_place_dp: 0.505 / 0.802 / 53.5 / 2140 / 223
3_3_place_gp: 0.504 / 0.812 / 53.5 / 2140 / 223
2_1_floorplan: 0.437 / 1.72 / - / 1660 / 132
-- path summary, 6_finish.rpt --
path	depth (start not counted)	slack, ns	end
min	1	0.51	q[31]
min in group asynchronous	3	0.98	q[0]
max in group asynchronous	3	3.13	q[10]
min reg2reg	1	0.51	q[31]
max reg2reg	4	2.25	q[31]
max	3	0.85	led[1]
-- cell type report --
class | count | area, sq um | area share, %
Timing Repair Buffer | 44 | 438 | 19.7
Multi-Input combinational cell | 94 | 828 | 37.3
Tap cell | 50 | 62.6 | 2.82
Clock buffer | 6 | 72.6 | 3.27
Clock inverter | 1 | 5.00 | 0.226
Sequential cell | 32 | 801 | 36.1
Inverter | 3 | 11.3 | 0.508
-- logic make-up after synthesis --
group / after synthesis / share of synthesized area, %
xor gates and xnor gates: 30 / 15.8
adders and majority gates: 1 / 0.754
buffers and inverters: 6 / 1.81
DFF: 32 / 48.3
muxes: 8 / 10.9
and+or+nand+nor: 55 / 22.5
-- worst max-delay path, delay by kind of cell --
family | cells | cell delay [ns]
multiplexers | 1 | 0.58
buffers and inverters | 2 | 1.20
-- layer usage --
metal / track usage (%) / up-vias / share of wire (%)
li1: - / 565 / -
met5: 0 / - / 0
met3: 4.55 / 5 / 5.7
met2: 27.0 / 39 / 42
met1: 36.0 / 579 / 50
met4: 2.39 / 0 / 1.5
-- power by group through the flow --
stage	registers [mW]	logic (mW)	clock network [mW]
global route	0.294	0.0197	0.228
CTS	0.294	0.0182	0.212
finish	0.294	0.0172	0.206
Power is estimated from default activity; no workload was simulated.
