==> flow/design.v <==
`timescale 1ns / 1ps
module AddSub(A, B, S, Co, Add0_Sub1);
input [15:0] A, B;
input Add0_Sub1;
output [15:0] S;
output Co;
wire [15:0] Bin;
assign Bin = (Add0_Sub1) ? ~B : B;
fullAdder16 FA16 (.A(A),
.B(Bin),
.Ci(Add0_Sub1),
.S(S),
.Co(Co)
);
endmodule
`timescale 1ns / 1ps
module Fulladder
(
   input A,
   input B,
   input Ci,
   output reg S,
   output reg Co
);
   always @(*)
   begin
   #5 Co = A&B | A&Ci | B&Ci;
   S = A ^ B ^ Ci;
   end
endmodule
`timescale 1ns / 1ps
module fullAdder16(
    input [15:0] A,
    input [15:0] B,
    input Ci,
    output [15:0] S,
    output Co
    );
	fullAdder4 FA4_0 (
		.A(A[3:0]), 
		.B(B[3:0]), 
		.Ci(Ci), 
		.S(S[3:0]), 
		.Co(Co0)
	);
	fullAdder4 FA4_1 (
		.A(A[7:4]), 
		.B(B[7:4]), 
		.Ci(Co0), 
		.S(S[7:4]), 
		.Co(Co1)
	);
	fullAdder4 FA4_2 (
		.A(A[11:8]), 
		.B(B[11:8]), 
		.Ci(Co1), 
		.S(S[11:8]), 
		.Co(Co2)
	);
	fullAdder4 FA4_3 (
		.A(A[15:12]), 
		.B(B[15:12]), 
		.Ci(Co2), 
		.S(S[15:12]), 
		.Co(Co)
	);
endmodule
`timescale 1ns / 1ps
module fullAdder4(
    input [3:0] A,
    input [3:0] B,
    input Ci,
    output [3:0] S,
    output Co
    );
		Fulladder FA0 (
		.A(A[0]), 
		.B(B[0]), 
		.Ci(Ci), 
		.S(S[0]), 
		.Co(Co0)
		);
		Fulladder FA1 (
		.A(A[1]), 
		.B(B[1]), 
		.Ci(Co0), 
		.S(S[1]), 
		.Co(Co1)
	   );
		Fulladder FA2 (
		.A(A[2]), 
		.B(B[2]), 
		.Ci(Co1), 
		.S(S[2]), 
		.Co(Co2)
	   );
		Fulladder FA3 (
		.A(A[3]), 
		.B(B[3]), 
		.Ci(Co2), 
		.S(S[3]), 
		.Co(Co)
	   );
endmodule
==> flow/run.sh <==
#!/bin/bash
# OpenROAD 26Q1-2900-gdf79404cd8, Yosys 0.63+post, stock flow scripts
make -C /OpenROAD-flow-scripts/flow DESIGN_CONFIG=/design/flow/config.mk WORK_HOME=/design/flow/orfs finish
==> flow/config.mk <==
export PLATFORM = sky130hd
export DESIGN_NAME = AddSub
export DESIGN_NICKNAME = AddSub
export VERILOG_FILES = /design/flow/design.v
export SDC_FILE = /design/flow/constraint.sdc
export NUM_CORES = 4
export LEC_CHECK = 1
export CORE_AREA = 10 10 73 73
export DIE_AREA = 0 0 83 83
==> flow/constraint.sdc <==
current_design AddSub

set clk_period 6.9
set clk_io_pct 0.2

create_clock -name clk0 -period $clk_period

set non_clock_inputs [all_inputs -no_clocks]
set_input_delay [expr $clk_period * $clk_io_pct] -clock clk0 $non_clock_inputs
set_output_delay [expr $clk_period * $clk_io_pct] -clock clk0 [all_outputs]
==> results.ini <==
[setup_path]
path_max_fanout = 2
crit_type = in -> out
end_kind = output port
crit_end = S[15]
cp-start-kind = input port
cp.required_ns = 5.52
crit_start = B[0]
arrival_ns = 6.96

[floorplan]
num_rows = 22
core_um2 = 3744
die_x_um = 83
fp_util = 0.1892
io_pins = 50
chipArea_um2 = 6889
die_y_um = 83

[yosys]
yosysMostFrequentCell = inv_1
synthCells = 78
ys_types = 8
yosysWarnings = 7
synth.avg_cell_area_um2 = 9.079
ys_cells = 78
yosys-top-cells-count = inv_1, buf_4, fa_1
yosys.area.top_type_share = 0.4240
top_area_cell = fa_1
yosys_area_um2 = 708.2
ys_seq_share = 0
syn_area_um2 = 708.2
yosys-top-cells-area = fa_1, buf_4, xnor2_1

[routing]
diodes = 0
route.met2.wl_um = 793
firstDrtPassIters = 4
wirelength_um = 1588
via_per_inst = 3.136
num_vias = 508
wl_met3_um = 134
top_layer = met3
wl_per_cell_um = 9.802
met1_length_um = 660
final_antenna_net_count = 0
drc_errors = 0
drtIter0Drc = 7

[final_timing]
finalCriticalPeriod_ns = 8.343
period_used_share = 1.209
rsz0062_at_grt = true
tightest_slew_ns = 0.2277
hold_viol = 0
slew_violations = 0
max_freq_ghz = 0.1199
fin_ws_ns = -1.443
finalSetupViolations = 6
slew_headroom = 0.8471

[job]
max_cap_viol_count = 0
openroad.warnings = 35

[grt]
grt_pass1_vias = 622
grt_pass1_wl_um = 2815
grt_usage = 0.04649
grt_max_degree = 11
antenna_found_initial = 0
grt_overflow = 0

[placed_design]
place_ws_ns = -2.270
postPlaceCellArea_um2 = 1190
gp_routability_congestion = 0.7715
portBuffers = 50
place_hpwl_um = 1533

[cells_and_area]
n_clock_buffer = 0
layout.area.comb_um2 = 508.0
ff_latch_area_um2 = 0
area_growth_syn_to_layout_pct = 64.66
final_cell_area_um2 = 1166
drive_gt1_frac = 0.3421
fillers = 396
flop-count = 0
final_util = 0.3115

[pwr]
vdd_drop_max_v = 0.00002744
p_per_area_nw_per_um2 = 100.0
leakagePower_nw = 0.5189

[min_path]
hp-class = in -> out

[outcome]
violations = negative setup slack
status = complete, but fails checks

[clock_network]
postCtsHoldBufs = 0

final cells by class:
class              count  area share
well taps             48     0.05150
inverters             28     0.09013
repair buffers        54      0.4227
multi-input cells     32      0.4356
how the worst min path moves through the flow:
stage	start	endpoint	slack (ns)	cells past startpoint
final	B[0]	S[0]	3.38	4
after CTS	B[0]	S[0]	3.40	4
after global routing	B[0]	S[0]	3.43	4
per-stage QoR:
step	setup TNS (ns)	hold WS (ns)	total power [mW]	std cells
floorplan	-4.502	2.874	0.08039	78
global placement	-11.07	3.798	0.1283	162
detailed placement	-11.08	3.814	0.1281	162
CTS	-5.367	3.395	0.1195	162
global route	-6.085	3.429	0.1357	162
finish	-5.205	3.385	0.1166	162
per-layer routing:
| layer | global-route usage | vias to the layer above |
|---|---|---|
| met5 | 0 | - |
| met4 | 0 | 0 |
| met3 | 0.01378 | 0 |
| met2 | 0.08380 | 27 |
| met1 | 0.05615 | 221 |
| li1 | - | 260 |
critical path, stage by stage:
cell and delay (ns):
buf_6 0.09, mux2_4 0.19, fa_2 0.20, inv_2 0.04, fa_2 0.33, fa_2 0.35, fa_2 0.34, fa_2 0.34
fa_2 0.34, fa_2 0.34, fa_2 0.34, fa_2 0.34, fa_2 0.34, fa_2 0.35, fa_2 0.35, fa_2 0.35
fa_2 0.34, inv_2 0.06, fa_2 0.41, buf_2 0.12
layout by cell type, fill, tap and decap left out:
master,n
inv_2,7
dlygate4sd2_1,3
inv_1,21
xor2_1,2
buf_2,8
clkdlybuf4s50_1,36
fa_2,15
xnor2_2,1
mux2_4,1
buf_8,1
xnor2_1,12
clkdlybuf4s15_1,1
xor2_2,1
buf_4,4
buf_6,1
report_power, final:
| group | switching, mW | internal [mW] |
|---|---|---|
| registers | 0 | 0 |
| logic | 0.0385 | 0.0781 |
| clock network | 0 | 0 |
cells by family after synthesis:
kind of cell | count (synthesis) | share of synthesized area
adder cells (fa/ha/maj) | 15 | 0.4240
buffers and inverters | 46 | 0.3622
XOR/XNOR | 16 | 0.1979
multiplexers | 1 | 0.01590
repair_timing:
action,4_1_cts,5_1_grt
pin swaps,2,0
setup endpoints to repair,8,7
resized,48,4
buffers inserted,0,0
Power figures rest on the tool's default switching activity, not on a simulated workload.
